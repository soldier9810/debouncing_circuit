File: flow/config.mk
export PLATFORM = sky130hd
export DESIGN_NAME = delayed_debouncer
export DESIGN_NICKNAME = delayed_debouncer
export VERILOG_FILES = /design/flow/design.v
export SDC_FILE = /design/flow/constraint.sdc
export NUM_CORES = 4
export LEC_CHECK = 1
export CORE_AREA = 10 10 98 98
export DIE_AREA = 0 0 108 108
File: flow/constraint.sdc
current_design delayed_debouncer

set clk_period 2.5
set clk_io_pct 0.2

create_clock -name clk0 -period $clk_period [get_ports {clk}]

set non_clock_inputs [all_inputs -no_clocks]
set_input_delay [expr $clk_period * $clk_io_pct] -clock clk0 $non_clock_inputs
set_output_delay [expr $clk_period * $clk_io_pct] -clock clk0 [all_outputs]
File: flow/design.v
`timescale 1ns / 1ps
module counter_10ms(
    input logic clk,
    input logic reset,
    output logic ms10
    );
    logic [19:0] count, next_count;
    always_ff @(posedge clk) begin
        if (reset) count <= 0;
        else count <= next_count;
    end
    assign next_count = (count == 20'd999999) ? 20'd0 : count + 1'b1;
    assign ms10 = (count == 20'd999999) ? 1'b1 : 1'b0;
endmodule
`timescale 1ns / 1ps
module delayed_debouncer(
    input logic sw, clk, reset,  
    output logic db  
    );
    logic ms10;  
    counter_10ms inst1(.*);
    typedef enum {zero, wait1_10, wait1_20, wait1_30, one, wait0_10, wait0_20, wait0_30} state_type;
    state_type current_state, next_state;
    always_comb begin
        case (current_state)
            zero: next_state = (sw==1'b0) ? zero : wait1_10;
            wait1_10: next_state = (sw) ? ((ms10) ? wait1_20 : wait1_10):zero;
            wait1_20: next_state = (sw) ? ((ms10) ? wait1_30 : wait1_20):zero;
            wait1_30: next_state = (sw) ? ((ms10) ? one : wait1_30):zero;
            one: next_state = (sw) ? one : wait0_10;
            wait0_10: next_state = (sw) ? one : ((ms10) ? wait0_20 : wait0_10);
            wait0_20: next_state = (sw) ? one : ((ms10) ? wait0_30 : wait0_20);
            wait0_30: next_state = (sw) ? one : ((ms10) ? zero : wait0_30);
            default: next_state = zero;
        endcase
    end
    always_ff @(posedge clk) begin
        if (reset) current_state <= zero;
        else current_state <= next_state;
    end
    assign db = (current_state == one | current_state == wait0_10 | current_state == wait0_20 | current_state == wait0_30)? 1'b1 : 1'b0;
endmodule
File: flow/run.sh
#!/bin/bash
# OpenROAD 26Q1-2900-gdf79404cd8, Yosys 0.63+post, stock flow scripts
make -C /OpenROAD-flow-scripts/flow DESIGN_CONFIG=/design/flow/config.mk WORK_HOME=/design/flow/orfs finish
==> impl_metrics.ini <==
; generated from flow reports
[global_routing]
globalRoute.totalOverflow = 0
grt_pass1_wl_mm = 3.75
antenna_found_initial = 0
grt_util_all_layers_pct = 3.72
grt_start_max_net_pins = 20
first_global_vias = 863

[synthesis]
ys_cells = 137
synth-seq-cells = 28
cell_count_after_synthesis = 137
ys_chip_area_sq_mm = 0.00122
yosys.stat.seqShare_pct = 45.8
synth.distinct_cells = 30
post_synth.cell_area_avg_sq_um = 8.94
yosys_warnings = 2
synthesis.area_sq_mm = 0.00122

[setup_path]
cp_cell_sequence = or4_1, clkdlybuf4s50_1
timing_worst_setup_path_type = flop to primary output
cp-start-kind = flop
crit_arrival_ps = 1580
cp_slowest_cell = sky130_fd_sc_hd__or4_1
worstSetupEndpointType = primary output
required_ps = 2000
crit_path_max_incr_delay_ps = 560
critical_path.max_fanout = 3

[clock_network]
cts_sinks = 28
clock_tree.htree_level_count = 1
clk-insertion-delay-late_ps = 270
cts.reportedPaths.clkPinSlew_ps = 90
tritoncts = yes
cts_post_setup_buffers_inserted = 0
cts_made_buffers = 3
ctsLongestPathBuffers = 2
cts_hold_buffers = 0
cts.repair.resized = 0
clock-root-buffer = sky130_fd_sc_hd__clkbuf_8

[run_status]
status = complete, no violations

[timing]
setup_repair_after_global_routing_missed_its_margin = no
worst_hold_slack_ps = 475
fin_crit_sh_pct = 83.4
final.setup.tns_ps = 0
worst_slew_margin_relative_to_its_limit_pct = 66.0
final-hold-violation-count = 0
report.final.slew_viol_count = 0
setup-violations-final = 0
finalCriticalPeriod_ps = 2080
achievable-frequency_mhz = 480
slew_at_the_pin_closest_to_its_max_slew_limit_ps = 507
fin_worst_skew_ps = 5.40

[power]
ir_worst_vdd_mv = 0.146
power.density_cell_area_mw_per_mm2 = 524
cellLeakagePower_uw = 0.000415
total_power_uw = 752

[route]
num_antenna_cells = 0
number_of_detailed_route_iterations_in_the_first_pass = 3
detail_route.wirelength_mm = 2.08
post_detailed_route_drc_marker_count = 0
drtIter0Drc = 11
drtAntennaViolNets = 0
route.vias.total = 915
post_drt_wl_per_cell_um = 8.49
drt-vias-per-instance = 3.73

[placed_design]
portBuffers = 3
dp.cells = 241
dp_hpwl_mm = 1.53
place.gp.congestion = 0.750

[run]
openroad.warnings = 25
drv.max_cap_violation_count = 0

[worst_hold_path]
hold_path.class = flop to flop

[cells_and_area]
final_layout_size_suffix_gt1_share_pct = 7.69
final_common_cell = sky130_fd_sc_hd__dfxtp_1
layout.filler_cells = 827
combGateArea_sq_um = 627
final_cells = 245
area.sequential_sq_um = 561
area.growth.synth_to_final_pct = 17.1
mostFrequentLayoutCells = sky130_fd_sc_hd__dfxtp_1, sky130_fd_sc_hd__nor2_1, sky130_fd_sc_hd__nand2_1, sky130_fd_sc_hd__xnor2_1, sky130_fd_sc_hd__inv_1

[die]
i_o_pin_cnt = 4
die_h_um = 108
fp.coreArea_sq_mm = 0.00765
die_w_um = 108
placementRows = 32
initCoreUtil_pct = 16.0
chip_area_sq_mm = 0.0117
-- power breakdown --
part | switching, uW | internal, uW | total [uW]
logic | 13.8 | 10.8 | 24.6
clock network | 129 | 141 | 270
registers | 5.58 | 452 | 458
-- synth_stat cells --
master	n	area [sq um]
sky130_fd_sc_hd__mux2i_1	4	40.0
sky130_fd_sc_hd__or4_1	5	37.5
sky130_fd_sc_hd__ha_1	1	12.5
sky130_fd_sc_hd__a21o_1	1	7.51
sky130_fd_sc_hd__xnor2_1	11	96.3
sky130_fd_sc_hd__nand3_2	1	10.0
sky130_fd_sc_hd__a21oi_1	5	25.0
sky130_fd_sc_hd__o31ai_1	3	22.5
sky130_fd_sc_hd__inv_1	7	26.3
sky130_fd_sc_hd__o31ai_4	1	21.3
sky130_fd_sc_hd__nand4_2	1	12.5
sky130_fd_sc_hd__nor2b_1	1	6.26
sky130_fd_sc_hd__and3_2	1	7.51
sky130_fd_sc_hd__nand2_1	15	56.3
sky130_fd_sc_hd__nor4b_1	2	17.5
sky130_fd_sc_hd__clkbuf_1	1	3.75
sky130_fd_sc_hd__buf_4	1	7.51
sky130_fd_sc_hd__nand3_1	6	30.0
sky130_fd_sc_hd__dfxtp_1	28	561
sky130_fd_sc_hd__o221ai_1	1	8.76
sky130_fd_sc_hd__nor4_1	6	37.5
sky130_fd_sc_hd__nor3_1	3	15.0
sky130_fd_sc_hd__or2_1	1	6.26
sky130_fd_sc_hd__or3_1	2	12.5
sky130_fd_sc_hd__or3_4	1	11.3
sky130_fd_sc_hd__nor3_2	1	10.0
sky130_fd_sc_hd__xor2_1	2	17.5
sky130_fd_sc_hd__nand4_1	3	18.8
sky130_fd_sc_hd__o21ai_0	3	15.0
sky130_fd_sc_hd__nor2_1	19	71.3
-- through the flow --
step	worst slack (ps)	instance area, sq um	util [%]
6_report	415	1430	18.8
5_1_grt	361	1430	18.8
4_1_cts	391	1430	18.8
3_5_place_dp	630	1380	18.0
3_3_place_gp	648	1380	18.0
2_1_floorplan	771	1220	-
-- sequential cells by signal, indices dropped and copies added, names as in the netlist --
register and flops:
inst1.count 20, current_state 8
-- final timing paths --
path | depth (start not counted) | from | slack [ps] | endpoint
min | 1 | inst1.count[0]$_SDFF_PP0_ | 480 | inst1.count[0]$_SDFF_PP0_
max reg2reg | 5 | inst1.count[0]$_SDFF_PP0_ | 610 | inst1.count[18]$_SDFF_PP0_
max | 2 | current_state[7]$_DFF_P_ | 420 | db
min reg2reg | 1 | inst1.count[0]$_SDFF_PP0_ | 480 | inst1.count[0]$_SDFF_PP0_
-- logic make-up after synthesis --
family | after synthesis | share of synthesized area [%]
DFF | 28 | 45.8
AOI/OAI and AO/OA | 14 | 8.17
adders and majority gates | 1 | 1.02
muxes | 4 | 3.27
xor gates and xnor gates | 13 | 9.30
and+or+nand+nor | 68 | 29.4
buffers and inverters | 9 | 3.06
-- layout make-up --
| type | instances | share of cell area (%) |
|---|---|---|
| multi-input combinational | 100 | 43.7 |
| tap | 102 | 8.90 |
| clock buffer | 4 | 3.84 |
| inverter | 7 | 1.83 |
| sequential | 28 | 39.1 |
| timing repair buffer | 4 | 2.62 |
-- critical path: cells and delay by family (launching register included) --
family	cells	cell delay [ps]
buffers and inverters	1	430
AND/OR/NAND/NOR	1	560
flip-flops	1	330
-- layer usage --
| layer | vias up | routed length (um) | GRT usage, % |
|---|---|---|---|
| li1 | 497 | - | - |
| met1 | 413 | 1090 | 5.30 |
| met2 | 5 | 917 | 5.60 |
| met3 | 0 | 75 | 1.20 |
| met4 | 0 | 0 | 0.286 |
| met5 | - | 0 | 0 |
Power and IR drop assume default switching activity.
